--- run.sh ---
#!/bin/bash
# OpenROAD 26Q1-2900-gdf79404cd8, Yosys 0.63+post, stock flow scripts
make -C /OpenROAD-flow-scripts/flow DESIGN_CONFIG=/design/flow/config.mk WORK_HOME=/design/flow/orfs finish
--- config.mk ---
export PLATFORM = sky130hd
export DESIGN_NAME = shifter
export DESIGN_NICKNAME = shifter
export VERILOG_FILES = /design/flow/design.v
export SDC_FILE = /design/flow/constraint.sdc
export NUM_CORES = 4
export LEC_CHECK = 1
export CORE_AREA = 10 10 76 76
export DIE_AREA = 0 0 86 86
--- constraint.sdc ---
current_design shifter

set clk_period 1.8
set clk_io_pct 0.2

create_clock -name clk0 -period $clk_period

set non_clock_inputs [all_inputs -no_clocks]
set_input_delay [expr $clk_period * $clk_io_pct] -clock clk0 $non_clock_inputs
set_output_delay [expr $clk_period * $clk_io_pct] -clock clk0 [all_outputs]
--- design.v ---
module shifter (input wire [7:0]A, input wire [2:0]shift,
                input wire dirc, output wire [7:0]X);
  assign X = (dirc == 1'b0) ? (A << shift):(A >> shift);
endmodule
==> summary.log <==
[grt] first-pass GRT wire length 3.663 mm
[cells_and_area] count of clock-net buffers in the final layout 0
[grt] maximum number of pins on one net before global-route repair 8
[timing] final critical delay including setup and external delays 1.909 ns
[cells_and_area] combined flip-flop and latch cell area 0 µm²
[floorplan] core area 4115 µm²
[routing] count of routing violations after the opening detailed-route iteration 30
[placed_design] final weighted congestion in routability-driven placement 0.8368
[critical_path] Slowest Stage Delay on Critical Path 0.28 ns
[critical_path] critical path data arrival time 1.55 ns
[timing] final tally of max-slew violations 0
[timing] Rel. slew slack 86.36%
[routing] WL final 2.126 mm
[critical_path] Slowest cell on crit path sky130_fd_sc_hd__mux2_4
[yosys] count of synthesis-stage warnings from yosys 0
[routing] vias 727
[timing] share of the clock period used by the worst path 106.0%
[hold_path] Hold WC Path Type in -> out
[routing] DR DRC count 0
[yosys] synth unique cells 34
[yosys] cell count after synthesis 73
[yosys] post-synthesis area per instance 7.679 µm²
[timing] Setup violations, final 5
[grt] residual overflow from global routing 0
[critical_path] launch point of the worst path shift[1]
[critical_path] critical path data required time 1.44 ns
[grt] Total GRT Usage 5.739%
[placed_design] Port Buf Inserts 20
[cells_and_area] tally of non-filler cells in the final layout 167
[hold_path] Cells on Worst Hold Path 4
[routing] post-detailed-route via-to-cell ratio 4.353
[cells_and_area] Layout fillers 432
[floorplan] overall die width 86 µm
[floorplan] Chip Footprint 7396 µm²
[floorplan] initial cell density of the core 13.62%
[status] violations in the final reports setup timing
[floorplan] top-level I/O count 20
[yosys] most instantiated cells after synthesis sky130_fd_sc_hd__mux2i_1 (8), sky130_fd_sc_hd__nand2_1 (8), sky130_fd_sc_hd__nor2_1 (5)
[floorplan] std cell rows 23
[timing] final setup slack of the worst path -0.1088 ns
[grt] number of antenna violations at the first check in global routing 0
[yosys] area share of the largest cell type after synthesis 14.29%
[floorplan] Die Y-Extent 86 µm
[yosys] leading post-synthesis cells by cell area sky130_fd_sc_hd__mux2i_1 (14%), sky130_fd_sc_hd__mux4_1 (9.4%), sky130_fd_sc_hd__mux4_2 (8.0%)
[routing] WL per Instance 12.73 µm
[cells_and_area] layout cells sized above 1 58.97%
[yosys] area of the mapped netlist 560.5 µm²
[cells_and_area] Area Growth Syn to Fin 88.17%
[placed_design] Post-DP HPWL 1.694 mm
[power_and_ir_drop] Static Leak 0.4506 nW
[status] result of the run complete, but fails checks
[timing] hold violation count in the final report 0
[critical_path] Crit Path Max Fanout 5
[yosys] most area-hungry cell type in the Yosys netlist sky130_fd_sc_hd__mux2i_1
[hold_path] Worst Min Path Start A[6]
[hold_path] hold worst-path end X[2]
[power_and_ir_drop] overall power consumption 256.4 µW
[yosys] share of synthesized area occupied by flip-flops and latches 0%
[critical_path] critical path type in -> out
[placed_design] number of cells after detailed placement 160
[routing] total iterations of the first detailed-routing run 4
[routing] number of nets with antenna violations after routing 0
[grt] number of global-route vias before repair 772
[timing] RSZ-0062 raised after global routing yes
[power_and_ir_drop] largest vdd supply drop 88.20 µV
[clock_network] quantity of hold-fixing buffers added after cts 0
[routing] # diodes 0
[critical_path] Crit path top cell by count sky130_fd_sc_hd__buf_6
[critical_path] capturing element type of the critical path output pin
[critical_path] startpoint types primary input
[power_and_ir_drop] Pwr Density 243.1 nW/µm²
[flow_run] tally of max-capacitance violations 0
[yosys] Yosys chip area 560.5 µm²
[cells_and_area] number of flip-flops and latches 0
[yosys] count of instantiated cells in the yosys netlist 73
[timing] Setup TNS Final -0.2418 ns
[critical_path] worst path cell trace buf_8 -> buf_6 -> buf_6 -> mux2_4 -> mux2i_1 -> nor2_1 -> o31a_1 -> buf_2
[timing] pin slew with the least headroom to its limit 0.2006 ns
[timing] Fmax achieved 523.9 MHz
[timing] WHS 1.151 ns
[flow_run] OpenROAD warnings 34
-- per-stage QoR --
stage | instance area, µm² | setup WS [ns] | utilization (%)
6_report | 1055 | -0.1088 | 25.63
5_1_grt | 1055 | -0.2210 | 25.63
3_3_place_gp | 955.9 | -0.8617 | 23.23
2_1_floorplan | 560.5 | 0.2480 | -
4_1_cts | 1030 | -0.1169 | 25.02
3_5_place_dp | 955.9 | -0.8776 | 23.23
-- metal layers --
layer / global-route usage (%) / routed length, µm
met1: 7.361 / 934
met5: 0 / 0
met3: 0.9533 / 123
met2: 10.34 / 1068
met4: 0 / 0
-- worst max-delay path by stage --
| stage | to | cells past startpoint |
|---|---|---|
| CTS | X[4] | 8 |
| global route | X[4] | 8 |
| finish | X[4] | 8 |
-- power by group --
| group | switching (mW) | internal (mW) |
|---|---|---|
| registers | 0 | 0 |
| clock network | 0 | 0 |
| logic | 0.103 | 0.153 |
-- cells by family after synthesis --
kind of cell / after synthesis / share of synthesized area (%)
and+or+nand+nor: 31 / 29.91
AOI/OAI and AO/OA: 20 / 24.55
buffers and inverters: 8 / 9.150
muxes: 14 / 36.38
-- timing repair --
action | in CTS | in global routing
endpoints found under the setup margin | 8 | 8
buffers inserted | 7 | 0
pin swaps | 14 | 4
resized | 101 | 8
-- placed cells by master (no fill, tap or decap), types with 2 or more instances in the layout --
cell type,netlist,final
sky130_fd_sc_hd__nor2b_1,3,3
sky130_fd_sc_hd__nand2b_1,4,4
sky130_fd_sc_hd__mux2i_1,8,5
sky130_fd_sc_hd__nand2_1,8,8
sky130_fd_sc_hd__nor2_1,5,5
sky130_fd_sc_hd__mux4_2,2,4
sky130_fd_sc_hd__and3_4,0,2
sky130_fd_sc_hd__o21ai_1,0,2
sky130_fd_sc_hd__mux2i_4,0,2
sky130_fd_sc_hd__nand3b_1,2,2
sky130_fd_sc_hd__buf_2,2,11
sky130_fd_sc_hd__buf_6,1,12
sky130_fd_sc_hd__mux2_4,1,2
sky130_fd_sc_hd__clkdlybuf4s15_1,0,2
sky130_fd_sc_hd__a21oi_1,4,2
sky130_fd_sc_hd__a21oi_2,0,2
sky130_fd_sc_hd__o31ai_1,2,2
sky130_fd_sc_hd__nand3_1,2,2
sky130_fd_sc_hd__buf_4,3,24
-- final cells by class --
type | count | area, µm² | area share (%)
multi-input cells | 65 | 578.1 | 54.80
repair buffers | 51 | 410.4 | 38.91
inverters | 1 | 3.754 | 0.3559
well taps | 50 | 62.56 | 5.931
-- worst max-delay path: cells and delay by family --
family                 cells  cell delay (ns)
AOI/OAI and AO/OA          1             0.26
buffers and inverters      4             0.45
muxes                      2             0.42
and+or+nand+nor            1             0.05
Power is estimated from default activity; no workload was simulated.
